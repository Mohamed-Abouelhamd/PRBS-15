### flow/design.v
module Byte_Comp(
output reg true_byte, start,
input [31:0] pattern,
input [1:0] byte_num,
input [7:0] byte_in,
input clk, rst, enable
);
always @(posedge clk, negedge rst)
	begin
		if(~rst) begin
			true_byte <= 0;
			start <= 0;
		end
		else if(enable) begin
			start <= 1;
			case(byte_num)
				2'b00: true_byte <= byte_in == pattern[7:0];
				2'b01: true_byte <= byte_in == pattern[15:8];
				2'b10: true_byte <= byte_in == pattern[23:16];
				2'b11: true_byte <= byte_in == pattern[31:24];
			endcase
		end
	end
endmodule 
module Byte_Counter (
output reg [1:0] byte_num,
input rst, clk, enable
);
always @(posedge clk, negedge rst)
	begin
		if(~rst)
			byte_num <= 0;
		else if(enable)
			byte_num <= byte_num + 1;
	end
endmodule 
module Byte_Ser (
output reg [7:0] ser_byte, 
input [31:0] bytes_in, 
input [1:0] byte_num,
input clk, rst, enable
);
always @(posedge clk, negedge rst)
	begin
		if(~rst)
			ser_byte <= 0;
		else if(enable) begin
			case(byte_num)
				2'b00: ser_byte <= bytes_in [7:0];
				2'b01: ser_byte <= bytes_in [15:8];
				2'b10: ser_byte <= bytes_in [23:16];
				2'b11: ser_byte <= bytes_in [31:24];	
			endcase
		end			
	end
endmodule 
module Comparator(
output reg comp,
input [7:0] in1, in2,
input clk, rst
); 
always @(posedge clk, negedge rst)
	begin
		if(~rst)
			comp <= 0;
		else
			comp <= (in1 == in2);
	end
endmodule 
module FSM (
output reg pattern_valid, enable,
input [1:0] byte_num,
input [7:0] seq_num, n,
input true_byte, start,
input equal, clk, rst
);
reg [1:0] State_Current, State_Next;
localparam START = 2'b00,
	   CHECK = 2'b01,
	   FAIL  = 2'b10,
	   SUCCESS = 2'b11;
always @(posedge clk, negedge rst)
	begin
		if(~rst)
			State_Current <= START;
		else
			State_Current <= State_Next;
	end 
always @*
	begin
		case(State_Current)
			START: begin
				if(start)
					State_Next <= CHECK;
				else
					State_Next <= START;
			end
			CHECK: begin
				if(~true_byte)
					State_Next <= FAIL;
				else if(true_byte && (byte_num == 3) && (seq_num == n-1))
					State_Next <= SUCCESS;
				else
					State_Next <= CHECK;
			end
			SUCCESS: begin
				State_Next <= SUCCESS;
			end
			FAIL: begin
				State_Next <= FAIL;
			end
		endcase
	end
always @*
	begin
		case(State_Current)
			START: begin
				pattern_valid <= 0;
				enable <= 1;	
			end
			CHECK: begin
				pattern_valid <= 0;
				enable <= 1;	
			end
			SUCCESS: begin
				pattern_valid <= 1;
				enable <= 0;	
			end
			FAIL: begin
				pattern_valid <= 0;
				enable <= 0;		
			end
		endcase
	end
endmodule 
module LFSR (
output [7:0] Byte,
input clk, rst, enable
);
reg [14:0] register;
wire lsb;
assign lsb = register[13] ^ register[14];
always @(posedge clk, negedge rst)
	begin
		if(~rst)
			register <= 15'h5B9A;
		else if(enable)
			register <= {register[13:0],lsb};
	end
assign Byte = {lsb,register[1:0],register[5],register[11:10],register[8],register[13]};
endmodule 
module Mux_2X1 (
output [7:0] mux_out,
input [7:0] in0, in1,
input sel 
);
assign mux_out = sel ? in1 : in0;
endmodule 
module PRBS_15(
output [7:0] Byte_out,
input [31:0] bytes_in,
input [7:0] n,
input clk, rst, enable
);
wire equal;
wire [1:0] byte_num;
wire [7:0] seq_num;
wire [7:0] ser_byte, LFSR_byte;
Byte_Counter U0 (
	.byte_num(byte_num), 
	.rst(rst), 
	.clk(clk), 
	.enable(enable & ~equal)
);
Seq_Counter U1(
	.seq_num (seq_num),
	.byte_num(byte_num),
	.clk(clk), 
	.rst(rst), 
	.enable(enable & ~equal)
);
Byte_Ser U2(
	.ser_byte(ser_byte), 
	.bytes_in(bytes_in), 
	.byte_num(byte_num),
	.clk(clk), 
	.rst(rst), 
	.enable(enable & ~equal)
);
LFSR U3(
	.Byte(LFSR_byte),
	.clk(clk), 
	.rst(rst), 
	.enable(enable & equal)
);
Mux_2X1 U4(
	.mux_out(Byte_out),
	.in0(ser_byte), 
	.in1(LFSR_byte),
	.sel(equal) 
);
Comparator U5(
	.comp(equal),
	.in1(n), 
	.in2(seq_num),
	.clk(clk), 
	.rst(rst)
); 
endmodule 
module Pattern_Detector (
output pattern_valid,
input [31:0] pattern, 
input [7:0] byte_in,
input [7:0] n,
input rst, clk, enable
);
wire true_byte, start, equal, enable_fsm;
wire [1:0] byte_num;
wire [7:0] seq_num;
Byte_Comp U0(
	.true_byte(true_byte), 
	.start(start),
	.pattern(pattern),
	.byte_num(byte_num),
	.byte_in(byte_in),
	.clk(clk), 
	.rst(rst), 
	.enable(enable & enable_fsm)
);
Byte_Counter U1(
	.byte_num(byte_num),
	.rst(rst), 
	.clk(clk), 
	.enable(enable & enable_fsm & start)
);
Seq_Counter U2(
	.seq_num(seq_num),
	.byte_num(byte_num),
	.clk(clk), 
	.rst(rst), 
	.enable(enable & enable_fsm)
);
FSM U4(
	.pattern_valid(pattern_valid), 
	.enable(enable_fsm),
	.true_byte(true_byte), 
	.byte_num(byte_num),
	.seq_num(seq_num), 
	.n(n),
	.start(start),
	.equal(), 
	.clk(clk), 
	.rst(rst)
); 
endmodule 
module Seq_Counter(
output reg [7:0] seq_num,
input [1:0] byte_num,
input clk, rst, enable
);
always @(posedge clk, negedge rst)
	begin
		if(~rst)
			seq_num <= 0;
		else if(enable && byte_num == 2'b11)
			seq_num <= seq_num + 1;
	end
endmodule 
module Top (
output [7:0] Byte_out,
output pattern_valid,
input [7:0] n,
input [31:0] bytes_in, pattern,
input clk, rst, enable 
);
PRBS_15 U0(
	.Byte_out(Byte_out),
	.bytes_in(bytes_in),
	.n(n),
	.clk(clk), 
	.rst(rst), 
	.enable(enable)
);
Pattern_Detector U1(
	.pattern_valid(pattern_valid),
	.pattern(pattern), 
	.byte_in(Byte_out),
	.n(n),
	.rst(rst), 
	.clk(clk), 
	.enable(enable)
);
endmodule 
### flow/run.sh
#!/bin/bash
# OpenROAD 26Q1-2900-gdf79404cd8, Yosys 0.63+post, stock flow scripts
make -C /OpenROAD-flow-scripts/flow DESIGN_CONFIG=/design/flow/config.mk WORK_HOME=/design/flow/orfs finish
### flow/config.mk
export PLATFORM = sky130hd
export DESIGN_NAME = Top
export DESIGN_NICKNAME = Top
export VERILOG_FILES = /design/flow/design.v
export SDC_FILE = /design/flow/constraint.sdc
export NUM_CORES = 4
export LEC_CHECK = 1
export CORE_UTILIZATION = 30
### flow/constraint.sdc
current_design Top

set clk_period 4.5
set clk_io_pct 0.2

create_clock -name clk0 -period $clk_period [get_ports {clk}]

set non_clock_inputs [all_inputs -no_clocks]
set_input_delay [expr $clk_period * $clk_io_pct] -clock clk0 $non_clock_inputs
set_output_delay [expr $clk_period * $clk_io_pct] -clock clk0 [all_outputs]
==> run summary <==
Initial antenna violation count -> 0
Post-synthesis cell count -> 283
Arrival time worst endpoint -> 1.85 ns
Grt ovf -> 0
Design Area, Final -> 0.003960 mm2
Unique cell type count in the Yosys netlist -> 39
Clk_skew -> 0.009175 ns
Leakage Power -> 1.631 nW
Syn avg cell area -> 10.31 um2
Port Buf Inserts -> 83
Worst setup SP type -> register
WS Path Type -> register to output port
Final worst slack -> 1.749 ns
Clk slew on worst S/H paths -> 0.10 ns
RSZ-0062 raised after global routing -> no
Worst slack at placement -> 1.475 ns
Setup Viol. Count Final -> 0
Worst Hold Class -> register to register
Final tally of max-slew violations -> 0
Post-Syn Area -> 0.002919 mm2
Buffer levels on the longest clock path -> 2
DP HPWL -> 5.194 mm
H-tree Lvls -> 2
YS chip area -> 0.002919 mm2
CP delay by family, top -> flip-flops
Residual DRC -> 0
Final setup TNS -> 0 ns
Number of synthesized flops with an enable pin -> 0
Core Util, Final -> 0.4245
Crit end category -> output port
Die X -> 100.6 um
# IOs -> 84
Ys flops -> 50
Cts bufs inserted -> 5
P&R area growth vs syn -> 35.66%
Vias per cell -> 4.698
Global-route wire length before repair -> 11.14 mm
Hold Violations, Final -> 0
Tool warnings -> 31
DRT Wirelength -> 6.600 mm
Cell accounting for the most synthesized area -> dfrtp_1
Clock Root Buffer -> clkbuf_8
Fp_density -> 0.3129
Fmax -> 363.6 MHz
Post-DP Area -> 0.003861 mm2
Power Density -> 412.1 mW/mm2
GPL Wtd Cong -> 0.7850
Final Hold Slack -> 0.4416 ns
Min cycle time layout -> 2.751 ns
Clk Latency, worst-skew pair -> 0.31 ns
Antenna diodes -> 0
Non-filler cells, final -> 490
Setup Buffers After CTS -> 0
Fraction of registers with async set/reset -> 1.000
Vias in the first global route -> 2371
Part of the cycle the worst path needs -> 0.6112
Slew @ Worst Pin -> 0.6599 ns
Vias -> 2302
Clock sink total -> 50
Synthesis Warnings -> 7
Cell Rows -> 35
# resized after CTS -> 0
Cell Chain, Critical Path -> nor2_1, a21oi_1, clkdlybuf4s50_1
Dpl cells -> 482
Pwr Total -> 1.632 mW
Routed len/inst -> 13.47 um
Share of post-route cells with drive strength above 1 -> 0.1357
Top area cell types -> dfrtp_1 (34%), xnor2_1 (11%), mux2_2 (9.3%)
CTS tree -> built
Initial DRC count -> 98
Biggest cell delay along the critical path -> 0.62 ns
Worst vdd rail ir drop -> 0.2233 mV
CTS Hold Buffers Added -> 0
CP max stage cell -> dfrtp_1
All-Layer GR Usage -> 0.1413
Main flop type -> dfrtp_1
Die area -> 0.01013 mm2
Initial DRT Pass Iterations -> 4
Slew headroom -> 0.5600
Detail Route Antenna Nets -> 0
Status -> complete, no violations
Yosys cell count -> 283
Sequential fraction of the synthesis area -> 0.4329
Largest net degree at the start of global routing -> 51
Core area -> 0.009328 mm2
Max-cap violations -> 0
Die Y -> 100.6 um
Yosys top cell by instances -> dfrtp_1
Crit-path max FO -> 12
Share of the synthesized area in the top cell type -> 0.3429
Worst Path Required -> 3.60 ns
Critical path buffer and inverter count -> 1
Commonest cells post-synth -> dfrtp_1 (40), xnor2_1 (36), nand2_1 (28)
==> worst paths after layout <==
check,from,endpoint,slack (ns),depth (start not counted)
worst max-delay path,U0.U5.comp,Byte_out[7],1.75,3
worst min-delay path,U1.U0.start,U1.U4.State_Current[0],0.44,1
worst max register to register,U1.U1.byte_num[0],U1.U0.true_byte,2.52,6
worst min register to register,U1.U0.start,U1.U4.State_Current[0],0.44,1
max in group asynchronous,rst,U1.U2.seq_num[4],3.40,2
min in group asynchronous,rst,U0.U1.seq_num[5],0.69,2
==> per-layer routing <==
layer  vias up  routed length [um]  track usage
li1       1164                   -            -
met1      1043                3119       0.2058
met2        91                2822       0.2202
met3         4                 613      0.04443
met4         0                  44      0.01115
met5         -                   0            0
==> worst reg2reg max path, cell delays in order (launching register included) <==
cell,delay [ns]
dfrtp_1,0.43
ha_1,0.37
a222oi_1,0.39
mux2i_1,0.14
xnor2_1,0.15
nand4_1,0.13
o32ai_1,0.27
==> cell usage in the layout, fill, tap and decap left out, types with 2 or more instances in the layout <==
cell type	instances
a21o_1	2
a21oi_1	10
a222oi_1	16
clkbuf_8	6
clkdlybuf4s50_1	82
dfrtp_1	40
dfstp_2	10
ha_1	11
inv_1	16
mux2_2	24
mux2i_1	6
nand2_1	28
nand3_1	2
nand4_1	8
nor2_1	16
nor3_1	3
nor3b_1	2
o21ai_0	14
xnor2_1	36
xor2_1	6
==> area by class of cell <==
cell class              instances  area, um2
clock buffers                   6      82.58
clock inverters                 2      16.27
fillers                       915       5368
inverters                      16      60.06
multi-input cells             203       1543
flip-flops and latches         50       1264
well taps                     129      161.4
repair buffers                 84      833.3
==> cell families after synthesis <==
family | share of synthesized area
and+or+nand+nor | 0.1175
AOI/OAI and AO/OA | 0.1247
DFF | 0.4329
xor gates and xnor gates | 0.1260
buffers and inverters | 0.03858
muxes | 0.1132
adders and majority gates | 0.04715
==> power by group <==
group / internal (mW) / switching [mW]
combinational: 0.399 / 0.347
sequential: 0.528 / 0.0778
clock: 0.127 / 0.153
==> state kept, by name, indices dropped and copies added (netlist names) <==
| signal | count |
|---|---|
| U0.U5.comp | 1 |
| U1.U1.byte_num | 2 |
| U0.U3.register | 15 |
| U0.U1.seq_num | 8 |
| U1.U0.true_byte | 1 |
| U1.U4.State_Current | 4 |
| U1.U2.seq_num | 8 |
| U0.U2.ser_byte | 8 |
| U0.U0.byte_num | 2 |
| U1.U0.start | 1 |
Power and IR drop assume default switching activity.
